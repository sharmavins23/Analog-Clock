[flow/config.mk]
export PLATFORM = sky130hd
export DESIGN_NAME = SevenSegmentDisplay
export DESIGN_NICKNAME = SevenSegmentDisplay
export VERILOG_FILES = /design/flow/design.v
export SDC_FILE = /design/flow/constraint.sdc
export NUM_CORES = 4
export LEC_CHECK = 1
export CORE_AREA = 10 10 70 70
export DIE_AREA = 0 0 80 80
[flow/constraint.sdc]
current_design SevenSegmentDisplay

set clk_period 2.5
set clk_io_pct 0.2

create_clock -name clk0 -period $clk_period [get_ports {displayClock}]

set non_clock_inputs [all_inputs -no_clocks]
set_input_delay [expr $clk_period * $clk_io_pct] -clock clk0 $non_clock_inputs
set_output_delay [expr $clk_period * $clk_io_pct] -clock clk0 [all_outputs]
[flow/design.v]
`timescale 1ns / 1ps
module SevenSegmentDisplay (
    input displayClock,
    input [3:0] nibbleA,
    input [3:0] nibbleB,
    input [3:0] nibbleC,
    input [3:0] nibbleD,
    output reg [3:0] sevenSegmentEnable,
    output reg [7:0] sevenSegmentData
    );
    wire [1:0] sevenSegmentCounterFeedback;
    SevenSegmentCounter SevenSegmentCounter(
        displayClock,
        sevenSegmentCounterFeedback,
        sevenSegmentCounterFeedback
    );
    wire [3:0] enableNibble;
    EnableDecoder EnableDecoder(
        sevenSegmentCounterFeedback,
        enableNibble
    );
    wire [3:0] dataNibble;
    NibbleMux NibbleMux(
        sevenSegmentCounterFeedback,
        nibbleA,
        nibbleB,
        nibbleC,
        nibbleD,
        dataNibble
    );
    always @(counter) begin
        sevenSegmentEnable = ~enableNibble;
        case(dataNibble)
            4'b0000: sevenSegmentData = 8'b00010001;  
            4'b0001: sevenSegmentData = 8'b11010111;  
            4'b0010: sevenSegmentData = 8'b00110010;  
            4'b0011: sevenSegmentData = 8'b10010010;  
            4'b0100: sevenSegmentData = 8'b11010100;  
            4'b0101: sevenSegmentData = 8'b10011000;  
            4'b0110: sevenSegmentData = 8'b00011000;  
            4'b0111: sevenSegmentData = 8'b11010011;  
            4'b1000: sevenSegmentData = 8'b00010000;  
            4'b1001: sevenSegmentData = 8'b10010000;  
            4'b1010: sevenSegmentData = 8'b01010000;  
            4'b1011: sevenSegmentData = 8'b00011100;  
            4'b1100: sevenSegmentData = 8'b00111001;  
            4'b1101: sevenSegmentData = 8'b00010110;  
            4'b1110: sevenSegmentData = 8'b00111000;  
            4'b1111: sevenSegmentData = 8'b01111000;  
        endcase
    end
endmodule
`timescale 1ns / 1ps
module EnableDecoder (
    input [1:0] signalIn,
    output reg [3:0] signalOut
    );
    always @(*) begin
        case(signalIn)
            2'b11: signalOut = 4'b1000;
            2'b10: signalOut = 4'b0100;
            2'b01: signalOut = 4'b0010;
            2'b00: signalOut = 4'b0001;
        endcase
    end
endmodule
`timescale 1ns / 1ps
module NibbleMux (
    input [1:0] selector,
    input [3:0] nibbleA,
    input [3:0] nibbleB,
    input [3:0] nibbleC,
    input [3:0] nibbleD,
    output reg [3:0] nibbleOut
    );
    always @(*) begin
        case(selector)
            2'b11: nibbleOut = nibbleA;
            2'b10: nibbleOut = nibbleB;
            2'b01: nibbleOut = nibbleC;
            2'b00: nibbleOut = nibbleD;
        endcase
    end
endmodule
`timescale 1ns / 1ps
module SevenSegmentCounter (
    input clock,
    input [1:0] counterIn,
    output reg [1:0] counterOut
    );
    always @(posedge clock) begin
        counterOut <= counterIn + 1;
    end
endmodule
[flow/run.sh]
#!/bin/bash
# OpenROAD 26Q1-2900-gdf79404cd8, Yosys 0.63+post, stock flow scripts
make -C /OpenROAD-flow-scripts/flow DESIGN_CONFIG=/design/flow/config.mk WORK_HOME=/design/flow/orfs finish
==> impl_metrics.tcl <==
# yosys + openroad results
set metrics [dict create \
    core_um2 3420 \
    lay_top_cells "buf_4, clkdlybuf4s50_1, ha_4, buf_2, mux2i_1" \
    setup_slack_ps -237 \
    grt_pass1_wl_mm 3.11 \
    post-route-cell-area_um2 1160 \
    drtPass1Iterations 4 \
    diodes 0 \
    grtUsageTotal_pct 5.90 \
    ys_cells 57 \
    seq_area_um2 47.5 \
    seqPwrFrac_pct 16.9 \
    power.density_nw_per_um2 153 \
    critPathCaptureType "output pin" \
    cp-start-kind "flip-flop" \
    rsz0062_at_grt "yes" \
    ys_seq_share_pct 8.23 \
    worstPathRequired_ps 2000 \
    r2r.worst_path.cells 4 \
    synth_area_um2 487 \
    dieArea_um2 6400 \
    max_freq_mhz 365 \
    internal_power_mw 0.133 \
    combGateArea_um2 542 \
    hold_path_end "SevenSegmentCounter.counterOut[1]" \
    io_buffers 27 \
    hp-class "flip-flop to flip-flop" \
    grt_antenna_before_repair 0 \
    largest_register_ffs 2 \
    synth_cells 57 \
    wl_met3_um 56 \
    worstPathArrival_ps 2240 \
    finalCritPeriodShare_pct 109 \
    synth_flop_count 2 \
    ys_chip_area_um2 487 \
    yosys_warnings 4 \
    cts_tree "done" \
    final_hold_viol_count 0 \
    dr_total_vias 617 \
    finalSetupViolations 7 \
    grt_overflow_total 0 \
    cts_made_buffers 3 \
    top_register "SevenSegmentCounter.counterOut" \
    violations "setup timing" \
    dp.cells 140 \
    ctsLongestPathBuffers 2 \
    die_x_um 80 \
    wl_met1_um 731 \
    r2r_end "SevenSegmentCounter.counterOut[0]" \
    ys_types 25 \
    die-height_um 80 \
    dpl.hpwl_mm 1.40 \
    avgSynthCellArea_um2 8.54 \
    clockPowerShare_pct 40.7 \
    initCoreUtil_pct 14.2 \
    period_needed_ps 2740 \
    place_congestion 0.818 \
    detail_route.wl_per_cell_um 12.4 \
    swShare_pct 24.9 \
    fin_cells 157 \
    path_clk_slew_ps 30 \
    pin_count 29 \
    drc 0 \
    drt_iter0_drc 62 \
    maxCapViolCount 0 \
    slew_violations 0 \
    dr.max_layer_used "met4" \
    layout_top_cell "buf_4" \
    grt_pass1_vias 653 \
    layout-area-overhead-vs-synth_pct 139 \
    leakage_nw 0.513 \
    skew_ps 1.44 \
    nFillCells 326 \
    grt_max_degree 6 \
    drt-total-wl_mm 1.95 \
    clkSinkCount 2 \
    p_sw_mw 0.0443 \
    reg2reg_slack_ps 1610 \
    ir_worst_vdd_mv 0.131 \
    utilization_pct 34.1 \
    placementRows 21 \
    htreeDepth 1 \
    combPwrFrac_pct 42.4 \
    hold_depth 2 \
    startpoint "SevenSegmentCounter.counterOut[1]" \
    top_regs "SevenSegmentCounter.counterOut x2" \
    hp-start "SevenSegmentCounter.counterOut[0]" \
    antenna_left 0 \
    root_buffer "clkbuf_4" \
    path_max_fanout 5 \
    via_per_inst 3.93 \
    r2r_start "SevenSegmentCounter.counterOut[0]" \
    outcome "finished with violations" \
    clkLatencyLatePin_ps 230 \
    drive_above_1_share_pct 58.6 \
    placed_area_um2 892 \
    wl_met2_mm 1.14 \
    fin_setup_tns_ps -1010 \
    path_class "flip-flop to output pin" \
    warning_count 36 \
    dp_slack_ps -653 \
    postCtsHoldBufs 0 \
]
==> metal layers <==
metal	vias up	track usage, %
met5	-	0
met4	0	1.23
met3	2	0.795
met2	9	11.9
met1	293	6.15
li1	313	-
==> Yosys cell counts <==
| cell type | n | area share, % |
|---|---|---|
| ha_1 | 11 | 28 |
| inv_1 | 9 | 6.9 |
| mux2i_1 | 6 | 12 |
| a222oi_1 | 4 | 8.2 |
| a21oi_1 | 3 | 3.1 |
| dfxtp_1 | 2 | 8.2 |
| nor2_1 | 2 | 1.5 |
| nor2b_1 | 2 | 2.6 |
| o22ai_1 | 2 | 2.6 |
| a21o_2 | 1 | 1.8 |
| a221o_1 | 1 | 2.1 |
| and3_1 | 1 | 1.3 |
| buf_2 | 1 | 1.0 |
| buf_4 | 1 | 1.5 |
| conb_1 | 1 | 0.77 |
| inv_2 | 1 | 0.77 |
| mux2_2 | 1 | 2.3 |
| mux2i_2 | 1 | 2.8 |
| nand2_1 | 1 | 0.77 |
| nand3_1 | 1 | 1.0 |
| o211ai_2 | 1 | 2.6 |
| o22ai_2 | 1 | 2.6 |
| or2_4 | 1 | 1.8 |
| or3_1 | 1 | 1.3 |
| xnor2_1 | 1 | 1.8 |
==> worst max-delay path, stage by stage (launching register included) <==
cell      delay (ps)
dfxtp_4          370
inv_4             50
ha_4             160
a222oi_1         380
a21oi_2          180
buf_4            180
ha_4             160
and3_4           150
a221o_1          260
buf_2            120
==> logic make-up (layout without fill, tap and decap cells) <==
logic type | Yosys count | after routing | synth area share (%)
AOI/OAI and AO/OA | 13 | 13 | 22.9
xor gates and xnor gates | 1 | 1 | 1.80
adders and majority gates | 11 | 11 | 28.3
buffers and inverters | 12 | 66 | 10.3
DFF | 2 | 2 | 8.23
muxes | 8 | 8 | 17.5
other | 1 | 1 | 0.770
and+or+nand+nor | 9 | 9 | 10.3
==> worst max path at each step <==
stage	slack [ps]	to
global route	-380	sevenSegmentData[2]
finish	-240	sevenSegmentData[2]
CTS	-230	sevenSegmentData[2]
==> final cells by class <==
class                   count  share of cell area, %
clock buffers               3                   1.93
inverters                  10                   3.65
multi-input cells          43                   46.5
flip-flops and latches      2                   4.08
well taps                  46                   4.94
repair buffers             53                   38.9
==> repair_timing <==
action                                  4_1_cts  5_1_grt
endpoints found under the setup margin        7        7
pin swaps                                    10       11
hold endpoints to repair                      0        0
resized                                      58        6
gates cloned                                  0        0
buffers inserted                             13        1
==> power groups by stage <==
stage | clock, mW | combinational, mW | sequential, mW
CTS | 0.0777 | 0.0720 | 0.0300
global route | 0.0787 | 0.0812 | 0.0300
finish | 0.0723 | 0.0755 | 0.0300
==> metrics by stage <==
step	power [mW]	hold slack [ps]
finish	0.178	573
global route	0.190	588
CTS	0.180	572
detailed placement	0.0978	545
global placement	0.0972	519
floorplan	0.0523	420
Power and IR drop assume default switching activity.
